**flow/config.mk**
```make
export PLATFORM = sky130hd
export DESIGN_NAME = RF
export DESIGN_NICKNAME = RF
export VERILOG_FILES = /design/flow/design.v
export SDC_FILE = /design/flow/constraint.sdc
export NUM_CORES = 4
export LEC_CHECK = 1
export CORE_UTILIZATION = 40
```
**flow/constraint.sdc**
```tcl
current_design RF

set clk_period 6.5
set clk_io_pct 0.2

create_clock -name clk0 -period $clk_period [get_ports {clk}]

set non_clock_inputs [all_inputs -no_clocks]
set_input_delay [expr $clk_period * $clk_io_pct] -clock clk0 $non_clock_inputs
set_output_delay [expr $clk_period * $clk_io_pct] -clock clk0 [all_outputs]
```
**flow/design.v**
```verilog
module RF( A1, A2, A3, WD, clk, RFWr, RD1, RD2 );
   input  [4:0]  A1, A2, A3;
   input  [31:0] WD;
   input         clk;
   input         RFWr;
   output [31:0] RD1, RD2;
   reg [31:0] rf[31:0];
  reg [31:0] RD1, RD2;
   integer i;
   initial begin
       for (i=0; i<32; i=i+1)
          rf[i] = 0;
   end
   always @(posedge clk) begin  
      if (RFWr)
         rf[A3] <= WD;
   end  
   always @ (negedge clk) begin  
   RD1 = (A1 == 0) ? 32'd0 : rf[A1];
   RD2 = (A2 == 0) ? 32'd0 : rf[A2];
 end
endmodule
```
**flow/run.sh**
```bash
#!/bin/bash
# OpenROAD 26Q1-2900-gdf79404cd8, Yosys 0.63+post, stock flow scripts
make -C /OpenROAD-flow-scripts/flow DESIGN_CONFIG=/design/flow/config.mk WORK_HOME=/design/flow/orfs finish
```
==> impl_metrics.ini <==
; implementation run metrics
[die]
dieWidth_um = 349.3
dieHeight_um = 349.3
num_rows = 127
ios = 113
dieArea_um2 = 122000
initCoreUtil = 0.4027
core_um2 = 119800

[setup_path]
arrival_ns = 5.13
end_kind = output port
rr_startpoint = rf[15][0]
cp-start-kind = flop
reg2reg_depth = 5
rr_endpoint = RD1[0]
crit_path_top_delay_cell = dfxtp_1
crit_path_cell_trace = clkdlybuf4s50_1
path_max_fanout = 1
slowest_delay_ns = 0.62
required_ns = 5.20
r2r_slack_ns = 1.24
crit_family = flip-flops
cp.buffers_inverters = 1
critPathKind = flop to output port

[pwr]
peakVddDrop_uv = 264.1
power.density_nw_per_um2 = 276.9
total_power_mw = 16.09
p_leak_nw = 19.22

[run]
drv_cap = 0
warnings = 90

[detailed_routing]
route.antenna.remaining_nets = 0
diodes = 0
routedWlPerCell_um = 35.53
viasPerCell = 6.276
drc_errors = 0
vias = 28440
drt-total-wl_mm = 161.0
drtIter0Drc = 1788
first_pass_iters = 5

[hold_path]
hold_depth = 2
holdCritStartpoint = WD[26]
worstHoldEndpoint = rf[14][26]
min_path_type = input pin to flop

[clock_network]
cts_sinks = 1088
postCtsSetupRepairBufs = 0
cts_buffers = 113
cts_root_buf = clkbuf_16
path_clk_slew_ns = 0.06
cts_tree = done
cts_resized = 0
cts_hold_buffers = 0
clk_path_buf_depth = 3
cts-htree-levels = 3
clock_latency_ns = 0.70

[synth]
syn_area_um2 = 48240
synth_top_area_share = 0.6374
yosys_area_um2 = 48240
ys.flops = 1088
ys.flop_type = edfxtp_1
common_cells = edfxtp_1 (1024), mux4_2 (423), mux2i_1 (198)
synthCells = 2423
synth_cell_type_count = 33
yosys-stat-cells = 2423
synth-edff-count = 1024
ys_top_cells_by_area = edfxtp_1 (64%), mux4_2 (20%), mux2i_1 (4.1%)
synth_warnings = 1
synth_seq_share = 0.6639
syn_area_per_cell_um2 = 19.91
top_area_cell = edfxtp_1
most_common_cell = edfxtp_1
ys_async_sr_fraction = 0

[sta]
finClkSkew_ns = 0.02687
worstMarginPinSlew_ns = 1.041
slew_headroom = 0.3036
hold_viol = 0
maxSlewViolCount = 0
setup_ws_ns = 0.07228
rsz0062_at_grt = false
setup_viol = 0

[grt]
busiest_layer = met2
grt_pass1_vias = 32370
grt_use_met3 = 0.2644
grt_start_max_net_pins = 33
track_usage = 0.2944
use_met2 = 0.4152
met1_usage = 0.3206
antenna_found_initial = 5
gr-total-overflow = 0
grt_pass1_wl_mm = 227.9

[placed_design]
place_area_um2 = 54050
pre_cts_slack_ns = -0.5230
io_buffers = 112
dpl.hpwl_mm = 101.2
gp_congestion = 0.9259

[final_layout]
finish.utilization = 0.4850
layout-drive-gt1-share = 0.3349
final_area_um2 = 58110
syn_to_final_growth_pct = 20.44
seq_area_um2 = 32030
fillers = 9559
logic_area_um2 = 15460

[status]
status = finished, final reports clean
==> registers in the layout (all words and copies together) (netlist names) <==
signal and flops:
RD2 32, RD1 32, rf 1024
==> layout make-up <==
type                       count  share of cell area
clock buffer                 146             0.05510
multi-input combinational   1130              0.2660
sequential                  1088              0.5513
tap                         1612             0.03471
timing repair buffer         426             0.07827
clock inverter               130             0.01466
==> through the flow <==
step | TNS (ns) | hold WS [ns] | std cells
3_3_place_gp | -4.807 | 2.128 | 4257
5_1_grt | 0 | 1.437 | 4532
4_1_cts | 0 | 1.395 | 4532
3_5_place_dp | -5.390 | 2.140 | 4257
2_1_floorplan | 0 | 1.399 | 2423
6_report | 0 | 1.424 | 4532
==> power by group <==
| part | total, mW | switching, mW | leakage (nW) | internal [mW] |
|---|---|---|---|---|
| Combinational | 1.43 | 0.744 | 7.23 | 0.682 |
| Sequential | 7.90 | 0.104 | 9.77 | 7.80 |
| Clock | 6.76 | 2.80 | 2.23 | 3.96 |
==> per-layer routing <==
| metal | vias up | share of wire |
|---|---|---|
| met1 | 14120 | 0.30 |
| met5 | - | 0.0014 |
| met4 | 15 | 0.045 |
| met2 | 2479 | 0.45 |
| met3 | 406 | 0.21 |
| li1 | 11420 | - |
==> cells in the final DEF (no fill, tap or decap), drive strengths merged <==
| cell type | netlist | final |
|---|---|---|
| edfxtp | 1024 | 1024 |
| mux4 | 423 | 423 |
| buf | 118 | 322 |
| mux2i | 198 | 198 |
| clkbuf | 86 | 146 |
| clkdlybuf4s50 | 0 | 104 |
| a22o | 101 | 101 |
| a211oi | 88 | 88 |
| a21oi | 85 | 85 |
| inv | 1 | 72 |
| dfxtp | 64 | 64 |
| o221ai | 56 | 56 |
| nor2 | 43 | 43 |
| clkinv | 0 | 38 |
| o22ai | 30 | 30 |
| a22oi | 27 | 27 |
| a2111oi | 27 | 27 |
| bufinv | 0 | 13 |
| nor2b | 10 | 10 |
| nor3 | 9 | 9 |
| nand3b | 7 | 7 |
| clkinvlp | 0 | 7 |
| or3b | 6 | 6 |
| nor4 | 6 | 6 |
| nand2b | 3 | 3 |
| nand2 | 3 | 3 |
| and2 | 3 | 3 |
| nand3 | 2 | 2 |
| or3 | 2 | 2 |
| nor4b | 1 | 1 |
==> worst max-delay path by stage <==
stage       start      end  slack (ns)  cells after the start
4_1_cts    RD2[2]   RD2[2]        0.06                      1
5_1_grt   RD1[19]  RD1[19]       0.003                      1
6_report   RD2[4]   RD2[4]        0.07                      1
==> logic make-up after synthesis <==
group                  after synthesis  synth area share
and+or+nand+nor                     95           0.01019
muxes                              621            0.2385
AOI/OAI and AO/OA                  414           0.06494
buffers and inverters              205           0.02238
DFF                               1088            0.6639
No activity file was given, so power comes from the tool's default toggle rates.
