File: flow/design.v
module idexe (clk, rst, wreg, m2reg, wmem, jal, aluc, aluimm, shamt, dpc4, da, db, Imm32, drn, instr,
  ewreg, em2reg, ewmem, ejal, ealuc, ealuimm, eshamt, einstr, epc4, ea, eb, eimm, ern);
  input         clk;
  input         rst;
  input [31:0] da, db, Imm32, instr;
  input [31:2] dpc4;
  input [4:0]  shamt, drn, aluc;
  input        wreg, m2reg, wmem, jal, aluimm ;
  output [31:0] ea, eb, eimm, einstr;
  output [31:2] epc4;
  output [4:0]  eshamt, ern, ealuc;
  output        ewreg, em2reg, ewmem, ejal, ealuimm;
  reg [31:0] ea, eb, eimm, einstr;
  reg [31:2] epc4;
  reg [4:0]  eshamt, ern, ealuc;
  reg        ewreg, em2reg, ewmem, ejal, ealuimm;
  always @ (posedge clk or posedge rst) begin
    if (rst) begin
    ea <= 0;
    eb <= 0;
    eimm <= 0;
    einstr <= 0;
    epc4 <= 0;
    eshamt <= 0;
    ern <= 0;
    ealuc <= 0;
    ewreg <= 0;
    em2reg <= 0;
    ewmem <= 0;
    ejal <= 0;
    ealuimm <= 0;
  end
else begin
    ea <= da;
    eb <= db;
    eimm <= Imm32;
    einstr <= instr;
    epc4 <= dpc4;
    eshamt <= shamt;
    ern <= drn;
    ealuc <= aluc;
    ewreg <= wreg;
    em2reg <= m2reg;
    ewmem <= wmem;
    ejal <= jal;
    ealuimm <= aluimm;
  end
end
endmodule
File: flow/run.sh
#!/bin/bash
# OpenROAD 26Q1-2900-gdf79404cd8, Yosys 0.63+post, stock flow scripts
make -C /OpenROAD-flow-scripts/flow DESIGN_CONFIG=/design/flow/config.mk WORK_HOME=/design/flow/orfs finish
File: flow/config.mk
export PLATFORM = sky130hd
export DESIGN_NAME = idexe
export DESIGN_NICKNAME = idexe
export VERILOG_FILES = /design/flow/design.v
export SDC_FILE = /design/flow/constraint.sdc
export NUM_CORES = 4
export LEC_CHECK = 1
export CORE_AREA = 10 10 186 186
export DIE_AREA = 0 0 196 196
File: flow/constraint.sdc
current_design idexe

set clk_period 1.0
set clk_io_pct 0.2

create_clock -name clk0 -period $clk_period [get_ports {clk}]

set non_clock_inputs [all_inputs -no_clocks]
set_input_delay [expr $clk_period * $clk_io_pct] -clock clk0 $non_clock_inputs
set_output_delay [expr $clk_period * $clk_io_pct] -clock clk0 [all_outputs]
==> results.toml <==
# yosys + openroad results
[cts]
cts_buffer_depth = 2
path_clk_slew_ns = 0.07
cts_num_sinks = 178
numCtsBuffers = 17
cts_max_level = 4
postCtsSetupBuffers = 0
cts_root_buf = "clkbuf_16"
cts_tree = "done"
cts_hold_buf = 0

[setup_path]
cp_max_fo = 1
cp.required_ns = 0.80
endpoint_kind = "output port"
slowest_stage = "dfrtp_1"
start_kind = "flip-flop"
cp.depth = 1
worstPathCellList = "buf_2"
cp.arrival_ns = 0.93
cp.buffers_inverters = 1
critPathMaxStageDelay_ns = 0.38
critical_path.top_delay_family = "flip-flops"
crit_type = "flip-flop to output port"

[place]
pre_cts_slack_ns = -0.0407
io_buffers = 357
gp_congestion = 0.821
place_area_um2 = 8760
dpl.hpwl_mm = 14.6

[synth]
synth_warnings = 1
syn_avg_cell_area_um2 = 24.9
ys_seq_share = 0.999
ys_sh_xor = 0
numSynthFlops = 178
ys_sh_adder = 0
yosys.area_share.simple = 0
muxShareOfSynthArea = 0
ys_top_logic_family = "buffers and inverters"
synthCells = 179
aoi_share = 0
syn_area_um2 = 4460
synthDistinctLibCells = 2
ys_area_um2 = 4460
ys_cells = 179

[final_timing]
finalSetupViolations = 178
worst_hold_slack_ns = 0.164
rsz0062_at_grt = "yes"
period_used_share = 1.13
max_freq_ghz = 0.884
period_minus_slack_ns = 1.13
fin_tns_setup_ns = -18.90
max-slew-margin-rel = 0.844
slew_viol_final = 0
finalHoldViolCount = 0
worst_slack_ns = -0.132
tightest_slew_ns = 0.233

[power_and_ir_drop]
ir_drop_mv = 1.14
p_leak_nw = 3.91
p_seq_frac = 0.476
pwr-share-clk = 0.442
switchingPower_w = 0.00335
powerDensity_nw_per_um2 = 1890
p_int_w = 0.0127
switching_share = 0.209
p_comb_frac = 0.082

[layout]
syn2layout_area_growth_pct = 90.9
drive_gt1_frac = 0.392
n_fill_cell = 3131
final_cell_area_um2 = 8510
logic_gate_count = 0
logic_area_um2 = 0

[routing]
drt-total-wl_mm = 17.4
first_iter_violations = 43
viasPerCell = 3.11
dr.pass1.iters = 4
drc = 0
vias = 3071
postRouteAntennaNets = 0
drt-wirelength-per-cell_um = 17.6

[die]
die_width_um = 196
chipHeight_um = 196
dieArea_um2 = 38400
ioPinCount = 358
fp-utilization = 0.146
core_um2 = 30600
num_rows = 64

[global_route]
grt_pass1_wl_mm = 25.1
antenna_found_initial = 1
grt_pass1_vias = 3636
overflow = 0
groute.usage.overall = 0.0891
grt_max_degree = 22

[status]
violations = "negative setup slack"
status = "complete, but fails checks"

[hold_path]
min_path_type = "input pin to async pin"

[job]
tool_warnings = 28
cap_violations = 0
-- layer usage --
layer  GRT usage  routed length [um]  vias to the layer above  share of wire
met5           0                  12                        -        0.00069
met4      0.0150                 312                        2          0.018
met3      0.0641                2800                       14           0.16
met2       0.139                8070                      236           0.46
met1      0.0985                6220                     1468           0.36
li1            -                   -                     1351              -
-- sequential cells by signal, summed over array words and instances (netlist names), 5 cells and up --
name and count:
ea 32, eb 32, eimm 32, einstr 32, epc4 30, ealuc 5, ern 5, eshamt 5
-- layout by cell type (no fill, tap or decap), types with 3 or more instances in the layout --
| cell | count |
|---|---|
| clkinv_4 | 3 |
| buf_4 | 15 |
| dfrtp_1 | 178 |
| bufinv_16 | 4 |
| clkdlybuf4s50_1 | 179 |
| inv_6 | 3 |
| clkbuf_16 | 17 |
| buf_12 | 6 |
| buf_2 | 178 |
-- per-stage QoR --
stage                util  total power, W  cells
floorplan               -         0.00780    179
global placement    0.286         0.00951    953
detailed placement  0.286         0.00951    953
CTS                 0.278          0.0164    985
global route        0.278          0.0168    985
finish              0.278          0.0160    987
-- final cells by class --
class | instances | area [um^2] | area share
Antenna cell | 2 | 5.00 | 0.000588
Inverter | 1 | 7.51 | 0.000882
Timing Repair Buffer | 378 | 2920 | 0.343
Clock buffer | 18 | 429 | 0.0504
Tap cell | 396 | 495 | 0.0582
Clock inverter | 14 | 201 | 0.0237
Sequential cell | 178 | 4450 | 0.524
-- power by group through the flow --
stage | Combinational [W] | Clock, W | Sequential (W)
global route | 0.00145 | 0.00767 | 0.00767
finish | 0.00132 | 0.00710 | 0.00763
CTS | 0.00138 | 0.00739 | 0.00764
-- cells in the mapped netlist, drive strengths merged --
master	instances	area (um^2)
dfrtp	178	4450
inv	1	3.75
-- cells by family after synthesis --
family,Yosys count
flip-flops,178
buffers and inverters,1
-- path summary, 6_finish.rpt --
kind / startpoint / endpoint / slack, ns
min: rst / eimm[26] / 0.16
max in group asynchronous: rst / eb[1] / 0.50
max: einstr[16] / einstr[16] / -0.13
min in group clk0: da[8] / ea[8] / 0.19
-- what timing repair did --
| action | CTS | global route |
|---|---|---|
| endpoints found under the setup margin | 178 | 178 |
| resized | 576 | 0 |
| pin swaps | 0 | 0 |
Power figures rest on the tool's default switching activity, not on a simulated workload.
